`flow/config.mk`:
```
export PLATFORM = sky130hd
export DESIGN_NAME = UART_Tx
export DESIGN_NICKNAME = UART_Tx
export VERILOG_FILES = /design/flow/design.v
export SDC_FILE = /design/flow/constraint.sdc
export NUM_CORES = 4
export LEC_CHECK = 1
export CORE_UTILIZATION = 40
```
`flow/constraint.sdc`:
```
current_design UART_Tx

set clk_period 3.3
set clk_io_pct 0.2

create_clock -name clk0 -period $clk_period [get_ports {clk}]

set non_clock_inputs [all_inputs -no_clocks]
set_input_delay [expr $clk_period * $clk_io_pct] -clock clk0 $non_clock_inputs
set_output_delay [expr $clk_period * $clk_io_pct] -clock clk0 [all_outputs]
```
`flow/design.v`:
```
module UART_Tx(
    input wire clk,
    input wire reset,
    input wire [7:0] data_in,
    input wire start,
    output reg Tx
);
    localparam BAUD_RATE_DIV = CLK_FREQ / BAUD_RATE;
    reg [3:0] state;
    reg [7:0] shift_reg;
    reg [3:0] bit_count;
    reg [15:0] baud_count;
    parameter CLK_FREQ = 50000000;  
    parameter BAUD_RATE = 9600;   
    parameter IDLE = 4'd0;
    parameter START = 4'd1;
    parameter DATA = 4'd2;
    parameter STOP = 4'd3;
    always @(posedge clk or posedge reset) begin
        if (reset) begin
            state <= IDLE;
            Tx <= 1'b1;
            bit_count <= 4'd0;
            baud_count <= 16'd0;
        end else begin
            case (state)
                IDLE: begin
                    if (start) begin
                        state <= START;
                        shift_reg <= data_in;
                        baud_count <= 16'd0;
                        bit_count <= 4'd0;
                    end
                end
                START: begin
                    if (baud_count == BAUD_RATE_DIV) begin
                        baud_count <= 16'd0;
                        Tx <= 1'b0;
                        state <= DATA;
                    end else begin
                        baud_count <= baud_count + 1;
                    end
                end
                DATA: begin
                    if (baud_count == BAUD_RATE_DIV) begin
                        baud_count <= 16'd0;
                        Tx <= shift_reg[0];
                        shift_reg <= shift_reg >> 1;
                        bit_count <= bit_count + 1;
                        if (bit_count == 4'd7) state <= STOP;
                    end else begin
                        baud_count <= baud_count + 1;
                    end
                end
                STOP: begin
                    if (baud_count == BAUD_RATE_DIV) begin
                        baud_count <= 16'd0;
                        Tx <= 1'b1;
                        state <= IDLE;
                    end else begin
                        baud_count <= baud_count + 1;
                    end
                end
            endcase
        end
    end
endmodule
```
`flow/run.sh`:
```
#!/bin/bash
# OpenROAD 26Q1-2900-gdf79404cd8, Yosys 0.63+post, stock flow scripts
make -C /OpenROAD-flow-scripts/flow DESIGN_CONFIG=/design/flow/config.mk WORK_HOME=/design/flow/orfs finish
```
==> Slide: Implementation Results <==
Key Metrics from the Run

Final timing
  • Slew Viols, Final: 0
  • RSZ-0062 raised after global routing: no
  • Period utilization: 0.726
  • Setup TNS: 0 ns
  • Slew headroom: 0.536
  • Skew final: 0.00660 ns
  • Hold WS: 0.509 ns
  • Final hold violations: 0
  • Min cycle time layout: 2.40 ns
  • F_max: 417 MHz
  • Final worst slack: 0.903 ns
  • Final setup fails: 0
  • Least-Margin Pin Slew: 0.696 ns

Logic synthesis
  • Area fraction in mux cells: 0.0461
  • Synth Seq Share: 0.507
  • Main logic family: simple AND/OR/NAND/NOR gates
  • Ys cells: 169
  • Yosys stat area: 1710 um2
  • Yosys reg bits: 33
  • Top-area cell share: 0.336
  • Adder Area Share: 0.0219
  • Syn. warnings: 1
  • Synthesized instance count: 169
  • Yosys top cell by area: dfrtp_1
  • Average size of a mapped cell: 10.1 um2
  • AND-OR/OR-AND Cells, Area Fraction: 0.129
  • Cell Type Count: 41
  • Cell Area, Synth: 1710 um2
  • XORs/XNORs by Area: 0.0307
  • Post-synth area hogs: dfrtp_1 (34%), edfxtp_1 (14%), mux2_2 (4.6%)
  • Synth Area in Simple Gates: 0.228

Flow run
  • Max Cap Violations: 0
  • Log Warnings: 26

GRT
  • First-pass GRT wire length: 5.66 mm
  • Gr usage total: 0.170
  • Largest net degree at the start of global routing: 22
  • Grt ovf: 0
  • Initial antenna violation count: 0
  • Vias in the first global route: 1298

Floorplanning
  • Die Wd: 67.4 um
  • Top-Level Pins: 12
  • Die footprint: 4540 um2
  • Floorplan core density: 0.422
  • Die height: 67.4 um
  • # rows: 23
  • Core Area: 4060 um2

Finish
  • Largest register FFs: 16
  • Area Overhead vs Synth: 15.1%
  • Fraction of layout cells with a size suffix above 1: 0.119
  • FILL cells: 346
  • Core Util, Final: 0.486

Worst setup path
  • CP max FO: 10
  • Startpoint class of the critical path: primary input
  • WS Path Type: in2reg
  • Critical Path Source: start
  • Reg-to-Reg Start: state[1]$_DFF_PP0_
  • Crit path DAT: 2.60 ns
  • CP Data Required Time: 3.50 ns
  • Critical Path End Type: register

Clocking
  • Clock transition at path regs: 0.06 ns
  • H-tree levels: 2
  • CTS buffer count: 5
  • TritonCTS clock tree: built
  • Clk sinks: 33
  • CTS Buffer Depth: 2
  • Cts repair resizes: 0
  • CTS Hold Bufs: 0
  • Setup bufs post-CTS: 0
  • Root buffer cell: clkbuf_8
  • Clock latency (worst-skew pair): 0.28 ns

Worst hold path
  • Worst Hold Launch: Tx$_DFFE_PP1P_
  • Tightest Hold Check Type: reg2reg

Pwr
  • Int Pwr: 0.646 mW
  • Peak supply drop: 0.232 mV
  • Clock share of power: 0.325
  • Lkg Pwr: 0.751 nW
  • Total power: 0.888 mW
  • PD cells: 451 nW/um2
  • Flop pwr share: 0.550
  • Net Switching: 0.242 mW
  • Sw frac: 0.273
  • Logic pwr share: 0.125

Drt
  • Post-route ant nets: 0
  • WL/cell: 13.9 um
  • Ant. Diodes: 0
  • Via-to-Cell Ratio: 5.83
  • First-iteration detailed-routing DRC count: 107
  • Via count: 1369
  • Residual DRC count: 0
  • 1st-pass router iterations: 4
  • Total Wirelength: 3.26 mm

Placement
  • GPL Wtd Cong: 0.818
  • DPL Wire Length: 2.28 mm
  • Port Buf Inserts: 11
  • Placement Setup Slack: 0.633 ns

Run status
  • Status: finished clean
==> worst paths after layout <==
check / endpoint / slack [ns] / cells after the start
setup / recovery: baud_count[14]$_DFFE_PP0P_ / 0.90 / 5
hold / removal: Tx$_DFFE_PP1P_ / 0.51 / 2
setup reg to reg: baud_count[11]$_DFFE_PP0P_ / 1.02 / 4
hold reg to reg: Tx$_DFFE_PP1P_ / 0.51 / 2
max in group asynchronous: bit_count[1]$_DFFE_PP0P_ / 1.99 / 3
min in group asynchronous: baud_count[13]$_DFFE_PP0P_ / 0.74 / 2
==> critical path, cell delays in order <==
cell and delay, ns:
clkdlybuf4s50_1 0.60, nand2b_1 0.35, nand3_1 0.28, or4_1 0.56, a21oi_1 0.16
==> kinds of logic after synthesis <==
family,Yosys count
adder cells (fa/ha/maj),3
buffers and inverters,16
flip-flops,33
AND-OR/OR-AND,35
XOR/XNOR,6
multiplexers,7
AND/OR/NAND/NOR,69
==> cells in the mapped netlist (all sizes together) <==
cell and n:
or4 6, a21oi 9, nand4 4, a211oi 1
nor2b 2, o21bai 1, o311ai 2, o21ai 9
nor4 2, a31oi 1, clkbuf 4, nor4bb 1
o31ai 5, o211ai 4, buf 3, a22o 1
nor3b 2, dfrtp 23, and3 2, nor2 8
and2 1, dfstp 2, and4 1, nand2 15
o22ai 1, nand2b 2, edfxtp 8, inv 9
nor3 2, xnor2 2, nand3 12, ha 3
and3b 1, nor4b 3, mux2 7, or3 5
xor2 4, o41ai 1
==> layout make-up <==
class / instances / area (um2) / share of cell area
Multi-Input combinational cell: 120 / 779 / 0.396
Clock buffer: 5 / 68.8 / 0.0349
Tap cell: 50 / 62.6 / 0.0317
Clock inverter: 3 / 17.5 / 0.00889
Timing Repair Buffer: 15 / 140 / 0.0711
Inverter: 9 / 33.8 / 0.0171
Sequential cell: 33 / 868 / 0.441
==> per-layer routing <==
| metal | share of wire | wire length (um) | track usage | vias up |
|---|---|---|---|---|
| met1 | 0.46 | 1520 | 0.252 | 673 |
| met4 | 0.011 | 37 | 0.0399 | 0 |
| met5 | 0 | 0 | 0 | - |
| li1 | - | - | - | 660 |
| met2 | 0.49 | 1590 | 0.263 | 32 |
| met3 | 0.036 | 117 | 0.0411 | 4 |
==> layout by cell type (no fill, tap or decap), types with 2 or more instances in the layout <==
cell,n
nor3_1,2
dfrtp_1,23
ha_1,3
buf_4,4
mux2_2,7
xor2_1,4
nand2b_1,2
nand3_1,12
nand4_1,4
clkdlybuf4s50_1,11
xnor2_1,2
or4_1,6
inv_1,9
nand2_1,15
nor4b_1,3
clkinv_2,2
a21oi_1,9
edfxtp_1,8
o211ai_1,4
o31ai_1,5
o311ai_0,2
clkbuf_8,5
nor4_1,2
nor3b_1,2
or3_1,5
nor2_1,8
o21ai_0,9
and3_1,2
dfstp_2,2
==> through the flow <==
stage | instances | cell area [um2]
CTS | 235 | 1970
finish | 235 | 1970
global route | 235 | 1970
global placement | 227 | 1880
detailed placement | 227 | 1880
floorplan | 169 | 1710
==> power groups by stage <==
stage | clock network [mW] | registers (mW) | logic, mW
after CTS | 0.295 | 0.487 | 0.113
after global routing | 0.313 | 0.494 | 0.129
final | 0.289 | 0.488 | 0.111
Power is estimated from default activity; no workload was simulated.
